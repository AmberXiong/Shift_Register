==> design/flow/design.v <==
`timescale 1ns / 1ps
module Clock_Div(
    input clk_in,
    input [3:0] div,
    input rst,
    output reg  clk_out
    );
 reg [2:0] count;
 reg clk_div2;
 reg clk_div4;
 reg clk_div8;
 always@(posedge clk_in or posedge rst)
  begin
   if(rst)
    begin
     count<=3'b0;
    end
   else
    begin
     if(count==3'b111)
      begin
       count<=3'b0;
      end
     else
      begin
       count<=count+1'b1;
      end
    end
  end
 always@(posedge clk_in or posedge rst)
  begin
   if(rst)
    begin
     clk_div2<=1'b0;
     clk_div4<=1'b0;
     clk_div8<=1'b0;
    end
   else
    begin
     clk_div2<=count[0];
     clk_div4<=count[1];
     clk_div8<=count[2];
    end
  end
 always@(div or rst or clk_in or clk_div2 or clk_div4 or clk_div8)
  begin
   if(rst)
    begin
     clk_out=0;
    end
   else
    begin
     case(div)
      4'b0001: clk_out=clk_in;
      4'b0010: clk_out=clk_div2;
      4'b0100: clk_out=clk_div4;
      4'b1000: clk_out=clk_div8;
      default: clk_out=clk_in;
     endcase
    end
  end
endmodule
`timescale 1ns / 1ps
module Recieve_Data(
    input dout_sr,
    input clk,
    input rst,
    input load_sr,
    output reg [170-1:0] dout
    );
reg [2:0] current_state_in, next_state_in;
reg [170-1:0] dout_tmp;
reg [7:0] cnt;    
parameter s0=3'b001;
parameter s1=3'b010;
parameter s2=3'b100;
always@(negedge clk or posedge rst)
begin
if(rst)
 begin
 current_state_in<=s0;
 end
else
 begin
 current_state_in<=next_state_in;
 end
end
always@(current_state_in or rst or load_sr or cnt)
begin
if(rst)
 begin
 next_state_in=s0;
 end
else
 begin
  case(current_state_in)
    s0: next_state_in=(load_sr==1'b1)?s1:s0; 
    s1: next_state_in=s2;     
    s2: next_state_in=(cnt==170)?s0:s2;
    default: next_state_in=s0;
  endcase
 end
end
always@(negedge clk or posedge rst)
begin
 if(rst)
 begin
  cnt<=8'b0;
  dout_tmp<=170'b0;
 end
 else
 begin
  case(next_state_in)
   s0:
     begin
     cnt<=8'b0;
     dout_tmp<=170'b0;
     end
   s1:
     begin
     cnt<=8'b0;
     dout_tmp<=170'b0;
     end
   s2:
     begin
     cnt<=cnt+1'b1;
     dout_tmp[cnt]<=dout_sr;
     end
   default:
     begin
     cnt<=8'b0;
     dout_tmp<=170'b0;
     end
   endcase
 end
end
always@(negedge clk or posedge rst)
begin
 if(rst)
  begin
   dout<=170'b0;
  end
 else
  begin
   if(cnt==170)
    begin
     dout<=dout_tmp;
    end
   else
    begin
     dout<=dout;
    end
  end
end
endmodule
`timescale 1ns / 1ps
module SR_Control(
    input [170-1:0] din,
    input clk,
    input rst,
    input start,
    output reg din_sr,
    output reg load_sr,
    output clk_sr
    );
reg [4:0] current_state_out, next_state_out;
reg [7:0] count;
parameter s0=5'b00001;
parameter s1=5'b00010;
parameter s2=5'b00100;
parameter s3=5'b01000;
parameter s4=5'b10000;
assign clk_sr=~rst&&~clk||~rst&&clk&&load_sr;    
always@(posedge clk or posedge rst)
 begin
  if(rst)
   begin
   current_state_out<=s0;
   end
  else
   begin
   current_state_out<=next_state_out;
   end
 end  
always@(current_state_out or rst or start or count)
 begin
  if(rst)
   begin
    next_state_out=s0;
   end
  else
   begin
    case(current_state_out)
     s0:
       begin
        if(start) begin next_state_out=s1; end
        else begin next_state_out=s0; end
       end
     s1: begin next_state_out=s2; end
     s2:
       begin
        if(count==170) 
         begin
         next_state_out=s3;
         end
        else
         begin
         next_state_out=s2;
         end
       end
     s3:
       begin
       next_state_out=s4;
       end
     s4:
       begin
       next_state_out=s0;
       end
     default: next_state_out=s0;
    endcase
   end
 end
always@(posedge clk or posedge rst)
begin
 if(rst)
  begin
  count<=8'b0;
  din_sr<=1'b0;
  load_sr<=1'b0;
  end
 else
  begin
   case(next_state_out)
    s0:
      begin
      count<=8'b0;
      din_sr<=1'b0;
      load_sr<=1'b0;
      end
    s1:
      begin
      count<=8'b0;
      din_sr<=1'b0;
      load_sr<=1'b0;
      end
    s2:
      begin
       count<=count+1'b1;
       din_sr<=din[count];
       load_sr<=1'b0;
      end
    s3:
      begin
      count<=8'b0;
      din_sr<=1'b0;
      load_sr<=1'b1;
      end
    s4:
      begin
      count<=8'b0;
      din_sr<=1'b0;
      load_sr<=1'b0;
      end
    default:
      begin
      count<=8'b0;
      din_sr<=1'b0;
      load_sr<=1'b0;
      end
   endcase
  end
end
endmodule
`timescale 1ns / 1ps
module Top_SR(
    input clk_in,
    input rst,
    input [3:0] div,
    input start,
    input [170-1:0] din,
    input dout_sr,
    output clk_sr,
    output din_sr,
    output load_sr,
    output [170-1:0] dout
    );
wire clk;  
Clock_Div clock_div_0(
        .clk_in(clk_in),
        .div(div),
        .rst(rst),
        .clk_out(clk)
        );
SR_Control sr_control_0(
         .din(din),
         .clk(clk),
         .rst(rst),
         .start(start),
         .din_sr(din_sr),
         .load_sr(load_sr),
         .clk_sr(clk_sr)
        );
Recieve_Data recieve_data_0(
        .dout_sr(dout_sr),
        .clk(clk),
        .rst(rst),
        .load_sr(load_sr),
        .dout(dout)
        );                         
endmodule
==> design/flow/run.sh <==
#!/bin/bash
# OpenROAD 26Q1-2900-gdf79404cd8, Yosys 0.63+post, stock flow scripts
make -C /OpenROAD-flow-scripts/flow DESIGN_CONFIG=/design/flow/config.mk WORK_HOME=/design/flow/orfs finish
==> design/flow/config.mk <==
export PLATFORM = sky130hd
export DESIGN_NAME = Top_SR
export DESIGN_NICKNAME = Top_SR
export VERILOG_FILES = /design/flow/design.v
export SDC_FILE = /design/flow/constraint.sdc
export NUM_CORES = 4
export LEC_CHECK = 1
export CORE_UTILIZATION = 50
==> design/flow/constraint.sdc <==
current_design Top_SR

set clk_period 21.5
set clk_io_pct 0.2

create_clock -name clk0 -period $clk_period [get_ports {clk_in}]

set non_clock_inputs [all_inputs -no_clocks]
set_input_delay [expr $clk_period * $clk_io_pct] -clock clk0 $non_clock_inputs
set_output_delay [expr $clk_period * $clk_io_pct] -clock clk0 [all_outputs]
==> flow_summary_export.csv <==
group,metric,value,unit
outcome,status,"completed",
synthesis,flop_cell,"sky130_fd_sc_hd__dfrtn_1",
synthesis,total_standard_cell_area_after_synthesis,17500,µm²
global_route,grt.busiest_layer,"met1",
clock_network,worst_setup_hold_path_clk_slew,0.04,ns
timing,min_period,20.87,ns
setup_path,critPathKind,"in -> out",
global_route,global_route.usage.met2,0.459,
timing,timing.final.ws_setup,0.631,ns
die,die_area,35800,µm²
timing,worst_slew_pin_slew,0.860,ns
detailed_routing,route.detailed.vias_per_inst,5.42,
die,floorplan.core_area,34500,µm²
setup_path,cp_data_required_time,17.20,ns
final_layout,drive_above_1_share,0.0914,
synthesis,synth-edff-count,0,
global_route,groute.usage.overall,0.335,
detailed_routing,antenna_left,0,
place,post-dp-hpwl,31.5,mm
die,rows,68,
detailed_routing,finalWirelength,55.5,mm
power,power_switching,261,µW
setup_path,critical_path_arrival,16.57,ns
setup_path,critical_path.top_delay_family,"buffers and inverters",
synthesis,yosys.cell_types.count,75,
detailed_routing,wire_per_inst,18.3,µm
power,static-leakage-power,0.0140,µW
die,initial_core_util,0.508,
setup_path,end_kind,"primary output",
setup_path,cp_max_fo,3,
synthesis,yosysCellCount,1814,
global_route,grt_max_degree,136,
timing,hold-worst-slack,0.376,ns
setup_path,critical_path.most_common_cell,"sky130_fd_sc_hd__clkbuf_16",
power,pwr_density,40.1,nW/µm²
final_layout,area.growth.synth_to_final,44.5,%
detailed_routing,first_iter_violations,1252,
timing,drv_slew,0,
synthesis,syn_avg_cell_area,9.66,µm²
setup_path,critical_path_buf_inv_count,34,
synthesis,ys_seq_share,0.531,
timing,fin_worst_skew,0.208,ns
clock_network,tritoncts,"yes",
global_route,first_global_vias,17500,
die,die-height,189,µm
final_layout,fillers,2401,
detailed_routing,antenna_cell_count,0,
place,dpl_worst_slack,3.79,ns
place,buffer_ports.inserted,350,
min_path,holdCritPathClass,"reg -> reg",
global_route,grt_first_pass_wirelength,88.7,mm
place,finalWeightedCongestion,0.905,
detailed_routing,vias,16400,
synthesis,synthesis.instances,1814,
power,irDropWorstVdd,90.1,µV
clock_network,post_cts_resize_count,0,
timing,slew_headroom,0.425,
power,power_frac_seq,0.272,
setup_path,max_stage_delay,0.60,ns
die,ios,351,
power,netSwitchingFraction,0.257,
timing,timing_hold_violations_final,0,
die,die_width,189,µm
setup_path,setup_crit_start_kind,"input port",
power,cell_internal_pwr,756,µW
setup_path,slowest_stage_cell_cp,"sky130_fd_sc_hd__dlygate4sd3_1",
global_route,gr-usage-met3,0.149,
timing,grt_setup_unrepaired,"no",
job,max-cap-violations,0,
synthesis,async_reset_ff_frac,1.00,
global_route,grt_use_met1,0.492,
synthesis,yosys_register_bits,372,
timing,finalCritPeriodShare,0.971,
job,warnings,403,
timing,fmax,47.9,MHz
global_route,grt_overflow_total,0,
clock_network,worstSkewPairLatency,1.74,ns
detailed_routing,drc,0,
synthesis,synth_warnings,3,
synthesis,ys_chip_area,17500,µm²
detailed_routing,detailedRoute.firstPassIterationCount,6,
global_route,antenna_found_initial,0,
power,pwr-share-comb,0.073,
timing,setup_viol,0,
power,pwr-share-clk,0.654,
-- per-layer routing --
metal / wire length [µm] / share of wire
met5: 0 / 0
met4: 1390 / 0.025
met3: 5180 / 0.093
met2: 25500 / 0.46
met1: 23400 / 0.42
-- what timing repair did --
| action | 4_1_cts | 5_1_grt |
|---|---|---|
| setup buffers | 0 | 0 |
| hold buffers | 45 | 0 |
| endpoints found under the hold margin | 3 | 0 |
-- cells in the mapped netlist (8+ instances only) --
| library cell | n | area (µm²) |
|---|---|---|
| sky130_fd_sc_hd__o31ai_2 | 10 | 125 |
| sky130_fd_sc_hd__nand3_1 | 89 | 445 |
| sky130_fd_sc_hd__dfrtn_1 | 350 | 8760 |
| sky130_fd_sc_hd__inv_1 | 10 | 37.5 |
| sky130_fd_sc_hd__o31ai_1 | 41 | 308 |
| sky130_fd_sc_hd__o211ai_1 | 38 | 285 |
| sky130_fd_sc_hd__clkbuf_1 | 103 | 387 |
| sky130_fd_sc_hd__mux2i_1 | 83 | 831 |
| sky130_fd_sc_hd__a21oi_1 | 67 | 335 |
| sky130_fd_sc_hd__nand2_1 | 622 | 2330 |
| sky130_fd_sc_hd__o211ai_2 | 14 | 175 |
| sky130_fd_sc_hd__nor2_1 | 47 | 176 |
| sky130_fd_sc_hd__buf_6 | 8 | 90.1 |
| sky130_fd_sc_hd__mux4_2 | 34 | 766 |
| sky130_fd_sc_hd__dfrtp_1 | 20 | 500 |
| sky130_fd_sc_hd__o21ai_0 | 67 | 335 |
| sky130_fd_sc_hd__nand4_1 | 16 | 100 |
| sky130_fd_sc_hd__buf_2 | 15 | 75.1 |
| sky130_fd_sc_hd__and3_1 | 18 | 113 |
| sky130_fd_sc_hd__buf_1 | 17 | 63.8 |
| sky130_fd_sc_hd__xnor2_1 | 10 | 87.6 |
-- final timing paths --
kind                                      startpoint                                  to  slack [ns]  cells past startpoint
min in group gated                            div[0]                          clock gate        0.46                     13
worst max-delay path                          div[1]                              clk_sr        0.63                     40
min in group asynchronous                        rst                sr_control_0.load_sr        5.23                      6
max in group asynchronous                        rst         recieve_data_0.dout_tmp[84]        4.23                      7
worst min register to register  clock_div_0.count[1]                clock_div_0.clk_div4        0.38                      0
worst max register to register  sr_control_0.load_sr  recieve_data_0.current_state_in[0]        9.60                      2
worst min-delay path            clock_div_0.count[1]                clock_div_0.clk_div4        0.38                      0
max in group gated                            div[1]                          clock gate        8.38                     18
-- kinds of logic (layout without fill, tap and decap cells) --
group	after synthesis	after routing	synth area share
flops	372	372	0.531
fa+ha+maj	7	7	0.00500
mux	121	121	0.0943
buf+inv	161	918	0.0403
simple gates	849	849	0.207
compound gates	288	288	0.114
xor+xnor	16	16	0.00799
-- layout by cell type, fill, tap and decap left out, types with 14 or more instances in the layout --
master and n:
sky130_fd_sc_hd__a21oi_1 67, sky130_fd_sc_hd__and3_1 17, sky130_fd_sc_hd__buf_4 35, sky130_fd_sc_hd__clkbuf_16 77, sky130_fd_sc_hd__clkdlybuf4s50_1 349, sky130_fd_sc_hd__dfrtn_1 350
sky130_fd_sc_hd__dfrtp_1 19, sky130_fd_sc_hd__dlygate4sd3_1 45, sky130_fd_sc_hd__inv_1 382, sky130_fd_sc_hd__mux2i_1 83, sky130_fd_sc_hd__mux4_2 34, sky130_fd_sc_hd__nand2_1 620
sky130_fd_sc_hd__nand3_1 88, sky130_fd_sc_hd__nand4_1 16, sky130_fd_sc_hd__nor2_1 47, sky130_fd_sc_hd__o211ai_1 38, sky130_fd_sc_hd__o211ai_2 14, sky130_fd_sc_hd__o21ai_0 67
sky130_fd_sc_hd__o31ai_1 41
-- sequential cells by signal, indices dropped and copies added, names as in the netlist --
signal and flops:
recieve_data_0.current_state_in 3, clock_div_0.clk_div2 1, sr_control_0.count 8, recieve_data_0.dout_tmp 170, sr_control_0.current_state_out 5, clock_div_0.clk_div4 1
recieve_data_0.dout 170, sr_control_0.load_sr 1, recieve_data_0.cnt 8, clock_div_0.clk_div8 1, clock_div_0.count 3, sr_control_0.din_sr 1
-- layout make-up --
type | count | area [µm²] | area share
Clock inverter | 393 | 1620 | 0.0639
Tap cell | 455 | 569 | 0.0225
Multi-Input combinational cell | 1281 | 7550 | 0.298
Clock buffer | 83 | 1990 | 0.0784
Sequential cell | 372 | 9320 | 0.368
Timing Repair Buffer | 431 | 4240 | 0.167
Inverter | 11 | 45.0 | 0.00178
-- through the flow --
| stage | TNS [ns] | std cells | area [µm²] | utilization | total power, µW |
|---|---|---|---|---|---|
| 3_5_place_dp | 0 | 2507 | 21300 | 0.616 | 389 |
| 5_1_grt | 0 | 3026 | 25300 | 0.733 | 1080 |
| 2_1_floorplan | -0.181 | 1814 | 17600 | - | 348 |
| 4_1_cts | 0 | 3026 | 25300 | 0.733 | 1030 |
| 6_report | 0 | 3026 | 25300 | 0.733 | 1020 |
| 3_3_place_gp | 0 | 2507 | 21300 | 0.616 | 389 |
-- power by group through the flow --
stage	Clock, µW	Sequential [µW]	Combinational, µW
CTS	679	277	74.0
global route	720	277	80.7
finish	665	277	74.7
Power is estimated from default activity; no workload was simulated.
